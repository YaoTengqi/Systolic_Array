[/design/flow/config.mk]
export PLATFORM = sky130hd
export DESIGN_NAME = mem_data_sync_out
export DESIGN_NICKNAME = mem_data_sync_out
export VERILOG_FILES = /design/flow/design.v
export SDC_FILE = /design/flow/constraint.sdc
export NUM_CORES = 4
export LEC_CHECK = 1
export CORE_UTILIZATION = 30
[/design/flow/constraint.sdc]
current_design mem_data_sync_out

set clk_period 1.0
set clk_io_pct 0.2

create_clock -name clk0 -period $clk_period [get_ports {clk}]

set non_clock_inputs [all_inputs -no_clocks]
set_input_delay [expr $clk_period * $clk_io_pct] -clock clk0 $non_clock_inputs
set_output_delay [expr $clk_period * $clk_io_pct] -clock clk0 [all_outputs]
[/design/flow/design.v]
`timescale 1ns/1ps
module mem_data_sync_out
#(
  parameter integer DATA_WIDTH           = 8,
  parameter integer ARRAY                = 32,
  parameter integer MEM_DATA_WIDTH       = DATA_WIDTH*ARRAY
)
(
  input   wire                             clk,
  input   wire [ MEM_DATA_WIDTH  -1 : 0 ]  data_in,
  output  wire [ MEM_DATA_WIDTH  -1 : 0 ]  data_out
);
  genvar n, m;
  generate
    for (n = 0; n < ARRAY; n = n + 1)
    begin: SYNC_N
      for (m = 0; m < (ARRAY - n); m = m + 1)
      begin: SYNC_M
        wire [ DATA_WIDTH           -1 : 0 ]        a;
        wire [ DATA_WIDTH           -1 : 0 ]        a_dly;
        wire [ DATA_WIDTH           -1 : 0 ]        a_dly_fwd;
        assign a = data_in[n*DATA_WIDTH+:DATA_WIDTH];     
        if (m == 0)
          assign a_dly = a;
        else 
          assign a_dly = SYNC_N[n].SYNC_M[m-1].a_dly_fwd;
        if (m == (ARRAY - 1 - n))
          assign data_out[n*DATA_WIDTH+:DATA_WIDTH] = SYNC_N[n].SYNC_M[m].a_dly_fwd; 
        register_sync #(DATA_WIDTH) read_addr_fwd (clk, a_dly, a_dly_fwd);
      end
  end
  endgenerate
  endmodule
`timescale 1ns/1ps
module register_sync #(
  parameter integer WIDTH                 = 8
) (
  input  wire                             clk,
  input  wire        [ WIDTH -1 : 0 ]     in,
  output wire        [ WIDTH -1 : 0 ]     out
);
  reg [ WIDTH -1 : 0 ] out_reg;
  always @(posedge clk)
  begin
      out_reg <= in;
  end
  assign out = out_reg;
endmodule
[/design/flow/run.sh]
#!/bin/bash
# OpenROAD 26Q1-2900-gdf79404cd8, Yosys 0.63+post, stock flow scripts
make -C /OpenROAD-flow-scripts/flow DESIGN_CONFIG=/design/flow/config.mk WORK_HOME=/design/flow/orfs finish
==> results.cfg <==
; generated from flow reports
[clocking]
cts.htree.levels = 5
cts_root_buf = clkbuf_16
cts.sinks = 4224
cts_buffer_depth = 4
cts_tree = yes
clk_latency_ns = 0.92
cts_setup_buffers = 0
clk_pin_slew_ns = 0.06
numCtsBuffers = 405

[setup_path]
critical_path_class = reg2out
crit_path_start_kind = register
r2r-start = SYNC_N[16].SYNC_M[14].read_addr_fwd.out_reg[6]$_DFF_P_
worst-path-stages = 1
arrival_ns = 1.37
critPathTopFamily = flip-flops
reg2reg_to = SYNC_N[16].SYNC_M[15].read_addr_fwd.out_reg[6]$_DFF_P_
endpoint_kind = primary output
crit_path_max_fanout = 1
endpoint = data_out[118]
critPathMaxStageDelay_ns = 0.36
critPathBufInv = 1
crit_slowest_cell = dfxtp_4
cp.required_ns = 0.80
r2r.worst_path.cells = 0
startpoint = SYNC_N[14].SYNC_M[17].read_addr_fwd.out_reg[6]$_DFF_P_
path_cells = buf_6
reg2reg_slack_ns = 0.48

[cells_and_area]
final_layout_size_suffix_gt1_share_pct = 18.2
largest_register_ffs = 4224
instances_no_fill = 9465
comb_area_um2 = 0
logic_gate_count = 0
postLayoutCoreUtil_pct = 39.2
area_growth_pct = 29.8

[floorplan]
core_um2 = 280000
row_count = 194
die_w_um = 533
io_pins = 513
die_area_um2 = 284000
initCoreUtil_pct = 30.2
die_y_um = 533

[synth]
avgSynthCellArea_um2 = 20.0
ys.flop_type = dfxtp_1
synth_top_cell_by_area = dfxtp_1
yosysMostFrequentCell = dfxtp_1
ys_seq_share_pct = 100
ys_area_um2 = 84600
common_cells = 4224 x dfxtp_1
synth_flops = 4224
top_area_share_pct = 100
syn-cell-area_um2 = 84600
netlist_instances = 4224
synthArstFlopShare_pct = 0
top_cells_by_area = dfxtp_1 100%
yosys_warnings = 1
yosysUniqueCellTypes = 1
yosysCellCount = 4224
edf_count = 0

[pwr]
ir_drop_v = 0.00168
p_leak_uw = 0.0456
net-switching-power_uw = 65500
p_per_area_nw_per_um2 = 3050
combPwrFrac_pct = 0.7
pwr-share-clk_pct = 45.6
power.internal_uw = 269000
p_sw_share_pct = 19.6
p_seq_share_pct = 53.6

[detailed_routing]
drt_iter0_markers = 1080
drtAntennaViolNets = 0
wl_mm = 109
drc = 0
dr.pass1.iters = 4
num_vias = 28564
viasPerCell = 3.02
wire_per_inst_um = 11.6

[grt]
grt_max_degree = 18
grt_pass1_wl_mm = 171
antenna_found_initial = 5
grt-ovfl-total = 0
grt_pass1_vias = 29959
grt_usage_pct = 7.92

[place]
place.port_buffers = 512
gp_congestion = 0.752
dp_hpwl_mm = 54.7
placedCellCount = 8460
dp_slack_ns = 0.000670

[timing]
skew_ns = 0.0436
tightest_slew_ns = 0.295
rsz0062_at_grt = yes
setup_ws_ns = -0.569
setup_viol = 256
fin_setup_tns_ns = -129.11
finalCritPeriodShare_pct = 157
fmax_mhz = 637
maxSlewHeadroom_pct = 80.3
fin_crit_ns = 1.57
drv_slew = 0
hold_violations = 0

[job]
warnings = 29
maxCapViolCount = 0

[min_path]
hold_path.class = in2reg

[outcome]
status = complete, but fails checks
failed_checks = negative setup slack
## layout by cell type, fill, tap and decap left out, types with 23 or more instances in the layout
| cell | n |
|---|---|
| clkbuf_1 | 75 |
| clkinvlp_4 | 23 |
| clkbuf_16 | 407 |
| bufinv_16 | 30 |
| buf_2 | 249 |
| dfxtp_2 | 117 |
| clkdlybuf4s50_1 | 256 |
| dlygate4sd3_1 | 256 |
| clkinv_2 | 77 |
| dfxtp_1 | 4106 |
| clkbuf_8 | 88 |
## logic make-up after synthesis
group	synth area share, %
flops	100
## per-stage QoR
stage | instance area, um2 | total power [uW] | hold WS (ns)
after floorplan | 84600 | 182000 | 0.228
after global placement | 94400 | 185000 | 0.310
after detailed placement | 94400 | 185000 | 0.312
after CTS | 110000 | 341000 | 0.146
after global routing | 110000 | 350000 | 0.179
final | 110000 | 335000 | 0.273
## power by group through the flow
| stage | Clock (uW) | Combinational (uW) | Sequential (uW) |
|---|---|---|---|
| CTS | 159000 | 2400 | 180000 |
| global route | 167000 | 2540 | 181000 |
| finish | 153000 | 2370 | 180000 |
## metal layers
| layer | track usage, % | vias to the layer above | part of all wire, % |
|---|---|---|---|
| li1 | - | 15532 | - |
| met1 | 13.6 | 11948 | 54 |
| met5 | 0 | - | 0.016 |
| met3 | 2.74 | 335 | 7.2 |
| met4 | 3.08 | 2 | 3.7 |
| met2 | 9.14 | 747 | 35 |
## worst min-delay path by stage
stage,start,endpoint,cells past startpoint
after CTS,data_in[35],SYNC_N[4].SYNC_M[0].read_addr_fwd.out_reg[3]$_DFF_P_,2
final,data_in[35],SYNC_N[4].SYNC_M[0].read_addr_fwd.out_reg[3]$_DFF_P_,2
after global routing,data_in[41],SYNC_N[5].SYNC_M[0].read_addr_fwd.out_reg[1]$_DFF_P_,2
## layout make-up
class	count	area (um2)
flip-flops and latches	4224	84700
diodes	3	7.51
well taps	3724	4660
repair buffers	768	6470
fillers	24725	170000
clock inverters	176	2270
clock buffers	570	11700
## what timing repair did
item / in CTS / in global routing
gates resized: 881 / 18
endpoints found under the setup margin: 256 / 256
hold buffers: 256 / 0
endpoints found under the hold margin: 256 / 0
gates cloned: 0 / 0
Power figures rest on the tool's default switching activity, not on a simulated workload.
