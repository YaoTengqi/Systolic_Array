==> /design/flow/design.v <==
`timescale 1ns/1ps
module mem_data_sync
#(
  parameter integer DATA_WIDTH           = 8,
  parameter integer ARRAY                = 32,
  parameter integer MEM_DATA_WIDTH       = DATA_WIDTH*ARRAY
)
(
  input   wire                             clk,
  input   wire [ MEM_DATA_WIDTH  -1 : 0 ]  data_in,
  output  wire [ MEM_DATA_WIDTH  -1 : 0 ]  data_out
);
  genvar n, m;
  generate
    for (n = 0; n < ARRAY; n = n + 1)
    begin: SYNC_N
      for (m = 0; m <= n; m = m + 1)
      begin: SYNC_M
        wire [ DATA_WIDTH           -1 : 0 ]        a;
        wire [ DATA_WIDTH           -1 : 0 ]        a_dly;
        wire [ DATA_WIDTH           -1 : 0 ]        a_dly_fwd;
        assign a = data_in[n*DATA_WIDTH+:DATA_WIDTH];     
        if (m == 0)
          assign a_dly = a;
        else 
          assign a_dly = SYNC_N[n].SYNC_M[m-1].a_dly_fwd;
        if (m == n)
          assign data_out[n*DATA_WIDTH+:DATA_WIDTH] = SYNC_N[n].SYNC_M[m].a_dly_fwd; 
        register_sync #(DATA_WIDTH) read_addr_fwd (clk, a_dly, a_dly_fwd);
      end
    end
  endgenerate
  endmodule
`timescale 1ns/1ps
module register_sync #(
  parameter integer WIDTH                 = 8
) (
  input  wire                             clk,
  input  wire        [ WIDTH -1 : 0 ]     in,
  output wire        [ WIDTH -1 : 0 ]     out
);
  reg [ WIDTH -1 : 0 ] out_reg;
  always @(posedge clk)
  begin
      out_reg <= in;
  end
  assign out = out_reg;
endmodule
==> /design/flow/run.sh <==
#!/bin/bash
# OpenROAD 26Q1-2900-gdf79404cd8, Yosys 0.63+post, stock flow scripts
make -C /OpenROAD-flow-scripts/flow DESIGN_CONFIG=/design/flow/config.mk WORK_HOME=/design/flow/orfs finish
==> /design/flow/config.mk <==
export PLATFORM = sky130hd
export DESIGN_NAME = mem_data_sync
export DESIGN_NICKNAME = mem_data_sync
export VERILOG_FILES = /design/flow/design.v
export SDC_FILE = /design/flow/constraint.sdc
export NUM_CORES = 4
export LEC_CHECK = 1
export CORE_UTILIZATION = 30
==> /design/flow/constraint.sdc <==
current_design mem_data_sync

set clk_period 1.0
set clk_io_pct 0.2

create_clock -name clk0 -period $clk_period [get_ports {clk}]

set non_clock_inputs [all_inputs -no_clocks]
set_input_delay [expr $clk_period * $clk_io_pct] -clock clk0 $non_clock_inputs
set_output_delay [expr $clk_period * $clk_io_pct] -clock clk0 [all_outputs]
==> qor.txt <==
switching part of the total: 19.56%
Clk pwr share: 45.6%
Final Cycle Share: 158.5%
clock tree buffer depth: 4
gr ovfl total: 0
setup slack, reg-to-reg: 0.47 ns
sequential power share: 53.6%
Mean Syn Cell Area: 20.02 um^2
Max-Cap Viols: 0
Final HPWL DP: 56.03 mm
Post-Layout Cell Count: 9452
Comb gate area: 0 um^2
tool warning count: 29
Cell variety after synth: 1
Worst Path Arrival: 1.38 ns
simple share: 0%
Slew @ Worst Pin: 0.2491 ns
Area growth syn-to-layout: 29.80%
antenna-violating nets left: 0
first-pass GRT wire length: 175.0 mm
Yosys top cell by area: dfxtp_1
DR vias/cell: 3.019
status: finished with violations
worst r2r src: SYNC_N[16].SYNC_M[15].read_addr_fwd.out_reg[2]$_DFF_P_
Worst Hold Depth: 0
CTS tree: yes
critical path's top delay family: flip-flops
Final min period: 1.585 ns
Leakage Power: 0.04555 uW
Skew-Pair Late Insertion Delay: 0.90 ns
total CTS buffers: 403
gr usage total: 8.117%
final wirelength: 111.7 mm
die area: 284000 um^2
CP max stage cell: dfxtp_2
failing checks: negative setup slack
IO buf count: 512
number of H-tree levels: 5
unrepaired setup endpoints after global routing: yes
worst vdd rail ir drop: 0.001976 V
clk sink count: 4224
largest net degree at the start of global routing: 17
MUX share of area: 0%
startpoint types: register
Worst Path Buf+Inv: 1
clock-pin slew on the worst setup and hold paths: 0.08 ns
number of cells in Yosys stat: 4224
DRC errors left: 0
Starting Density: 30.21%
combinational power share: 0.7%
final worst slack: -0.5850 ns
worst hold path class: register to register
Cell Int Power: 269500 uW
die width: 532.9 um
Pre-antenna DRT Iters: 4
Area leader share: 100.0%
relative slew slack: 83.34%
net switching power: 65550 uW
max FFs per register: 4224
initial detailed-routing violation count: 1056
Worst Skew: 0.05846 ns
fin. max-slew vios: 0
root buffer cell: clkbuf_16
placed cells: 8460
vias post-DR: 28536
mapped cell area: 84560 um^2
fraction of layout cells with a size suffix above 1: 18.12%
Yosys Chip Area: 84560 um^2
Post-CTS Setup Bufs: 0
cells on worst reg2reg path: 0
final hold viol count: 0
Power Density: 3053 nW/um^2
flops & latches, synth: 4224
initial antenna violation count: 6
Post-synth area hogs: dfxtp_1 (100%)
Fmax achieved: 630.9 MHz
CP Cell Sequence: buf_2
IO Pins: 513
YS warnings: 1
crit path DRT: 0.80 ns
row count: 194
DR WL/cell: 11.82 um
fin util: 39.22%
gpl congestion: 0.7431
number of logic gates: 0
CP endpoint kind: primary output
vias in the first global route: 30260
worst r2r dst: SYNC_N[16].SYNC_M[16].read_addr_fwd.out_reg[2]$_DFF_P_
Synth Seq Share: 100.0%
core area: 279900 um^2
final setup vio count: 256
post-synthesis adder-cell area fraction: 0%
xor/xnor share: 0%
Worst path max stage delay: 0.36 ns
critical path class: register to primary output
min-delay src: SYNC_N[31].SYNC_M[8].read_addr_fwd.out_reg[7]$_DFF_P_
Hold Path End: SYNC_N[31].SYNC_M[9].read_addr_fwd.out_reg[7]$_DFF_P_
die height: 532.9 um
Syn Inst Count: 4224
crit path max fanout: 1
area fraction in compound gates: 0%
placed cells by master, fill, tap and decap left out, drive strengths merged:
| cell type | count |
|---|---|
| clkbuf | 557 |
| clkdlybuf4s50 | 256 |
| clkinvlp | 23 |
| dlygate4sd3 | 256 |
| buf | 256 |
| inv | 16 |
| diode | 1 |
| dfxtp | 4224 |
| clkinv | 107 |
| bufinv | 32 |
how the worst max path moves through the flow:
stage	depth (start not counted)	from	slack [ns]	to
after CTS	1	SYNC_N[4].SYNC_M[4].read_addr_fwd.out_reg[5]$_DFF_P_	-0.72	data_out[37]
after global routing	1	SYNC_N[4].SYNC_M[4].read_addr_fwd.out_reg[5]$_DFF_P_	-0.68	data_out[37]
final	1	SYNC_N[4].SYNC_M[4].read_addr_fwd.out_reg[5]$_DFF_P_	-0.58	data_out[37]
power groups by stage:
stage | clock, uW | sequential [uW] | combinational (uW)
after global routing | 166000 | 181000 | 2570
after CTS | 159000 | 180000 | 2440
final | 153000 | 180000 | 2400
cell families after synthesis:
family,Yosys count
flip-flops,4224
per-layer routing:
metal / wire [um] / global-route usage [%] / vias to the layer above
met3: 7822 / 2.745 / 376
met5: 46 / 0 / -
met4: 4581 / 3.280 / 6
li1: - / - / 15497
met2: 39270 / 9.505 / 733
met1: 59980 / 13.79 / 11924
what timing repair did:
| item | in CTS | in global routing |
|---|---|---|
| hold buffers | 256 | 0 |
| resized | 852 | 13 |
| hold endpoints to repair | 256 | 0 |
| endpoints found under the setup margin | 256 | 256 |
| pin swaps | 0 | 0 |
Yosys cell counts (all sizes together):
cell / number
dfxtp: 4224
metrics by stage:
| stage | TNS [ns] | total power, uW | worst slack (ns) | area, um^2 | hold WS, ns |
|---|---|---|---|---|---|
| floorplan | 0 | 182000 | 0.5385 | 84560 | 0.2277 |
| global placement | 0 | 185300 | 0.05170 | 94380 | 0.3095 |
| detailed placement | 0 | 185500 | 0.0003601 | 94380 | 0.3121 |
| CTS | -160.41 | 341300 | -0.7232 | 109700 | 0.1577 |
| global route | -156.92 | 349500 | -0.6845 | 109800 | 0.2036 |
| finish | -129.95 | 335100 | -0.5850 | 109800 | 0.2732 |
layout make-up:
type	instances	area [um^2]
fillers	24712	170100
flip-flops and latches	4224	84700
clock buffers	557	11600
repair buffers	768	6485
well taps	3724	4659
clock inverters	178	2307
diodes	1	2.502
No activity file was given, so power comes from the tool's default toggle rates.
